## flow/run.sh

```bash
#!/bin/bash
# OpenROAD 26Q1-2900-gdf79404cd8, Yosys 0.63+post, stock flow scripts
make -C /OpenROAD-flow-scripts/flow DESIGN_CONFIG=/design/flow/config.mk WORK_HOME=/design/flow/orfs finish
```

## flow/config.mk

```make
export PLATFORM = sky130hd
export DESIGN_NAME = Monster
export DESIGN_NICKNAME = Monster
export VERILOG_FILES = /design/flow/design.v
export SDC_FILE = /design/flow/constraint.sdc
export NUM_CORES = 4
export LEC_CHECK = 1
export CORE_UTILIZATION = 50
```

## flow/constraint.sdc

```tcl
current_design Monster

set clk_period 3.7
set clk_io_pct 0.2

create_clock -name clk0 -period $clk_period [get_ports {frame_clk}]

set non_clock_inputs [all_inputs -no_clocks]
set_input_delay [expr $clk_period * $clk_io_pct] -clock clk0 $non_clock_inputs
set_output_delay [expr $clk_period * $clk_io_pct] -clock clk0 [all_outputs]
```

## flow/design.v

```verilog
module  Monster ( input         Reset, 
                             frame_clk,           
					input [7:0]   keycode,
               input 		  is_dead, is_dead2, is_dead3, boss_dead, draw_level1, draw_level2, draw_level3, set_motion_1, set_motion_2, set_motion_3,
					output [9:0]  MonsterX, MonsterY, MonsterX2, MonsterY2, MonsterX3, MonsterY3, BossX, BossY  
              );
    logic [9:0] Monster_X_Pos, Monster_X_Motion, Monster_Y_Pos, Monster_Y_Motion;
    logic [9:0] Monster_X_Pos_in, Monster_X_Motion_in, Monster_Y_Pos_in, Monster_Y_Motion_in;
    logic [9:0] Monster_X2_Pos, Monster_X2_Motion, Monster_Y2_Pos, Monster_Y2_Motion;
    logic [9:0] Monster_X2_Pos_in, Monster_X2_Motion_in, Monster_Y2_Pos_in, Monster_Y2_Motion_in;
	 logic [9:0] Monster_X3_Pos, Monster_X3_Motion, Monster_Y3_Pos, Monster_Y3_Motion;
    logic [9:0] Monster_X3_Pos_in, Monster_X3_Motion_in, Monster_Y3_Pos_in, Monster_Y3_Motion_in;
	 logic [9:0] Boss_X_Pos, Boss_X_Motion, Boss_Y_Pos, Boss_Y_Motion;
    logic [9:0] Boss_X_Pos_in, Boss_X_Motion_in, Boss_Y_Pos_in, Boss_Y_Motion_in;
    parameter [9:0] Monster_X_Center = 400;   
    parameter [9:0] Monster_Y_Center = 200;   
    parameter [9:0] Monster_X_Min=0;        
    parameter [9:0] Monster_X_Max=639;      
    parameter [9:0] Monster_Y_Min=0;        
    parameter [9:0] Monster_Y_Max=479;      
    parameter [9:0] Monster_X_Step=2;       
    parameter [9:0] Monster_Y_Step=2;       
    parameter [9:0] Monster_X2_Center = 200;   
    parameter [9:0] Monster_Y2_Center = 100;   
    parameter [9:0] Monster_X2_Step=1;       
    parameter [9:0] Monster_Y2_Step=1;       
    parameter [9:0] Boss_X_Center = 320;   
    parameter [9:0] Boss_Y_Center = 100;   
    parameter [9:0] Boss_X_Min=0;        
    parameter [9:0] Boss_X_Max=639;      
    parameter [9:0] Boss_Y_Min=0;        
    parameter [9:0] Boss_Y_Max=479;      
    parameter [9:0] Boss_X_Step=6;       
    parameter [9:0] Boss_Y_Step=6;       
    parameter [9:0] Monster_X3_Center = 320;   
    parameter [9:0] Monster_Y3_Center = 100;   
    parameter [9:0] Monster_X3_Step=2;       
    parameter [9:0] Monster_Y3_Step=2;       
	 assign MonsterX = Monster_X_Pos;
    assign MonsterY = Monster_Y_Pos;
	 assign MonsterX2 = Monster_X2_Pos;
    assign MonsterY2 = Monster_Y2_Pos;
	 assign MonsterX3 = Monster_X3_Pos;
    assign MonsterY3 = Monster_Y3_Pos;
	 assign BossX = Boss_X_Pos;
	 assign BossY = Boss_Y_Pos;
	 always_ff @ (posedge frame_clk)
    begin
        if (Reset)
        begin
            Monster_X_Pos <= Monster_X_Center;
            Monster_Y_Pos <= Monster_Y_Center;
            Monster_X_Motion <= 10'd0;
            Monster_Y_Motion <= 10'd0;
				Monster_X2_Pos <= Monster_X2_Center;
            Monster_Y2_Pos <= Monster_Y2_Center;
            Monster_X2_Motion <= 10'd0;
            Monster_Y2_Motion <= 10'd0;
				Monster_X3_Pos <= Monster_X3_Center;
            Monster_Y3_Pos <= Monster_Y3_Center;
            Monster_X3_Motion <= 10'd0;
            Monster_Y3_Motion <= 10'd0;            
				Boss_X_Pos <= Boss_X_Center;
            Boss_Y_Pos <= Boss_Y_Center;
            Boss_X_Motion <= 10'd0;
            Boss_Y_Motion <= 10'd0;
        end
        else 
        begin
            Monster_X_Pos <= Monster_X_Pos_in;				 
            Monster_Y_Pos <= Monster_Y_Pos_in;
            Monster_X_Motion <= Monster_X_Motion_in;
            Monster_Y_Motion <= Monster_Y_Motion_in;
            Monster_X2_Pos <= Monster_X2_Pos_in;				 
            Monster_Y2_Pos <= Monster_Y2_Pos_in;
            Monster_X2_Motion <= Monster_X2_Motion_in;
            Monster_Y2_Motion <= Monster_Y2_Motion_in;
            Monster_X3_Pos <= Monster_X3_Pos_in;				 
            Monster_Y3_Pos <= Monster_Y3_Pos_in;
            Monster_X3_Motion <= Monster_X3_Motion_in;
            Monster_Y3_Motion <= Monster_Y3_Motion_in;
				Boss_X_Pos <= Boss_X_Pos_in;				 
            Boss_Y_Pos <= Boss_Y_Pos_in;
            Boss_X_Motion <= Boss_X_Motion_in;
            Boss_Y_Motion <= Boss_Y_Motion_in;					
		  end
    end
    always_comb
    begin
		  Monster_X_Pos_in = Monster_X_Pos + Monster_X_Motion;
        Monster_Y_Pos_in = Monster_Y_Pos + Monster_Y_Motion;
		  Monster_Y_Motion_in = 10'b0;
		  Monster_X_Motion_in = Monster_X_Motion;
		if(draw_level1 == 1'b1) begin
		  if(set_motion_1 == 1'b1) begin
				Monster_X_Pos_in = Monster_X_Center;
				Monster_Y_Pos_in = Monster_Y_Center;
				Monster_Y_Motion_in = 10'b0;
				Monster_X_Motion_in = (~(Monster_X_Step) + 1'b1);
		  end
		  else if(is_dead == 1'b1) 
		  begin
				Monster_X_Pos_in = 700;
				Monster_Y_Pos_in = 520;
				Monster_X_Motion_in = 10'b0;
		  end
		  else if((Monster_X_Pos <= Monster_X_Min + 25) && is_dead == 1'b0)   
				begin
				Monster_Y_Motion_in = 10'b0;						 
				Monster_X_Motion_in = Monster_X_Step;  
				end
		  else if ( (Monster_X_Pos + 25 >= Monster_X_Max) && is_dead == 1'b0)   
				begin
				Monster_Y_Motion_in = 10'b0;					 
				Monster_X_Motion_in = (~(Monster_X_Step) + 1'b1);
				end
		end
		else begin
				Monster_X_Motion_in = 10'b0;
				Monster_Y_Motion_in = 10'b0;
				Monster_X_Pos_in = 700;
				Monster_Y_Pos_in = 520;
		end
    end
	 always_comb
    begin
        Monster_X2_Pos_in = Monster_X2_Pos + Monster_X2_Motion;
        Monster_Y2_Pos_in = Monster_Y2_Pos + Monster_Y2_Motion;
		  Monster_Y2_Motion_in = 10'b0;
		  Monster_X2_Motion_in = Monster_X2_Motion;
		if(draw_level1 == 1'b1) begin
			if(set_motion_1 == 1'b1) begin
				Monster_X2_Pos_in = Monster_X2_Center;
				Monster_Y2_Pos_in = Monster_Y2_Center;
				Monster_Y2_Motion_in = 10'b0;
				Monster_X2_Motion_in = (~(Monster_X2_Step) + 1'b1);
		   end
		  else if(is_dead2 == 1'b1) 
		  begin
				Monster_X2_Pos_in = 700;
				Monster_Y2_Pos_in = 520;
				Monster_X2_Motion_in = 10'b0;
		  end
		  else if((Monster_X2_Pos <= Monster_X_Min + 25) && is_dead2 == 1'b0)   
				begin
				Monster_Y2_Motion_in = 10'b0;						 
				Monster_X2_Motion_in = Monster_X2_Step;  
				end
		  else if ( (Monster_X2_Pos + 25 >= Monster_X_Max) && is_dead2 == 1'b0)   
				begin
				Monster_Y2_Motion_in = 10'b0;					 
				Monster_X2_Motion_in = (~(Monster_X2_Step) + 1'b1);
				end
	    end
		 else begin
				Monster_X2_Motion_in = 10'b0;
				Monster_Y2_Motion_in = 10'b0;
				Monster_X2_Pos_in = 700;
				Monster_Y2_Pos_in = 520;
		end
    end
    always_comb
    begin
        Boss_X_Pos_in = Boss_X_Pos + Boss_X_Motion;
        Boss_Y_Pos_in = Boss_Y_Pos + Boss_Y_Motion;
		  Boss_Y_Motion_in = 10'b0;
		  Boss_X_Motion_in = Boss_X_Motion;
		if(draw_level3 == 1'b1) begin
		  if(set_motion_3 == 1'b1) begin
				Boss_X_Pos_in = Boss_X_Center;
				Boss_Y_Pos_in = Boss_Y_Center;
				Boss_Y_Motion_in = 10'b0;
				Boss_X_Motion_in = (~(Boss_X_Step) + 1'b1);
		  end
		  else if(boss_dead == 1'b1) 
		  begin
				Boss_X_Pos_in = 700;
				Boss_Y_Pos_in = 520;
				Boss_X_Motion_in = 10'b0;
		  end
		  else if((Boss_X_Pos <= Boss_X_Min + 30) && boss_dead == 1'b0)   
				begin
				Boss_Y_Motion_in = 10'b0;						 
				Boss_X_Motion_in = Boss_X_Step;  
				end
		  else if ( (Boss_X_Pos + 30 >= Boss_X_Max) && boss_dead == 1'b0)   
				begin
				Boss_Y_Motion_in = 10'b0;					 
				Boss_X_Motion_in = (~(Boss_X_Step) + 1'b1);
				end
		end
		else begin
				Boss_X_Motion_in = 10'b0;
				Boss_Y_Motion_in = 10'b0;
				Boss_X_Pos_in = 700;
				Boss_Y_Pos_in = 520;
		end
	 end
always_comb
    begin
		  Monster_X3_Pos_in = Monster_X3_Pos + Monster_X3_Motion;
        Monster_Y3_Pos_in = Monster_Y3_Pos + Monster_Y3_Motion;
		  Monster_Y3_Motion_in = Monster_Y3_Motion;
		  Monster_X3_Motion_in = Monster_X3_Motion;
		if(draw_level2 == 1'b1) begin
		  if(set_motion_2 == 1'b1) begin
				Monster_X3_Pos_in = Monster_X3_Center;
				Monster_Y3_Pos_in = Monster_Y3_Center;
				Monster_Y3_Motion_in = (~(Monster_Y3_Step) + 1'b1);
				Monster_X3_Motion_in = (~(Monster_X3_Step) + 1'b1);
		  end
		  else if(is_dead3 == 1'b1) 
		  begin
				Monster_X3_Pos_in = 700;
				Monster_Y3_Pos_in = 520;
				Monster_X3_Motion_in = 10'b0;
		  end
		  else if((Monster_X3_Pos <= Monster_X_Min + 15) && is_dead3 == 1'b0)   
				begin
				Monster_Y3_Motion_in = Monster_Y3_Motion;					 
				Monster_X3_Motion_in = Monster_X3_Step;  
				end
		  else if ( (Monster_X3_Pos + 15 >= Monster_X_Max) && is_dead3 == 1'b0)   
				begin
				Monster_Y3_Motion_in = Monster_Y3_Motion;					 
				Monster_X3_Motion_in = (~(Monster_X3_Step) + 1'b1);
				end
		  else if( (Monster_Y3_Pos + 15 >= Monster_Y_Max)  && is_dead3 == 1'b0)    
            begin
				Monster_X3_Motion_in = Monster_X3_Motion;     
				Monster_Y3_Motion_in = (~(Monster_Y3_Step) + 1'b1);   
				end
		  else if ( (Monster_Y3_Pos <= Monster_Y_Min + 15) && is_dead3 == 1'b0)   
				begin
				Monster_X3_Motion_in = Monster_X3_Motion;					 
				Monster_Y3_Motion_in = Monster_Y3_Step;
				end
		end
		else begin
				Monster_X3_Motion_in = 10'b0;
				Monster_Y3_Motion_in = 10'b0;
				Monster_X3_Pos_in = 700;
				Monster_Y3_Pos_in = 520;
		end
    end
endmodule
```

==> results.txt <==
Synthesis and PnR results.

- The worst path in the final design needs a cycle of 2.40 ns, including I/O delays and setup.
- The fraction of post-synthesis cell area in the top cell type by area reads 29.7%.
- The port buffer count reads 70.
- The combinational power share reads 21.3%.
- Per the OpenROAD floorplan log, the area of the core is 8220 um^2.
- The stage-log warning count is 37.
- According to the dpl log, the detail-placed design has an HPWL of 6.83 mm.
- The power report lists cell-internal power as 0.00135 W.
- The reported net switching power is 0.000503 W.
- In the final report, the number of hold violations comes to 0.
- The placed instance count reads 655.
- The root buffer cell is sky130_fd_sc_hd__clkbuf_8.
- Ranked by total cell area, the synthesized netlist is headed by sky130_fd_sc_hd__dfxtp_1 (30%), sky130_fd_sc_hd__ha_1 (13%), sky130_fd_sc_hd__buf_4 (5.0%).
- The critical path goes through clkdlybuf4s50_1 -> o21ai_1 -> and2b_1 -> or3_1.
- The flop and latch count out of synthesis is 63.
- The die width reads 94.1 um.
- The number of search-and-repair iterations in the first detailed-routing pass reads 5.
- The ratio of cells with drive above 1 in the final layout reads 4.77%.
- The number of cells on the worst hold path is listed as 2.
- Counting flops with a built-in enable in the synthesized netlist gives 0.
- Per report_power, the sequential group accounts for 42.0% of the total.
- The end-of-flow timing check tallies setup violations at 0.
- The detailed-route wire length per cell is 13.7 um.
- The number of standard cells in the layout, taps in and fillers out reads 671.
- In this run the mean area of a mapped cell was 8.59 um^2.
- The switching share of power is 27.1%.
- The timing report gives the biggest stage delay along the critical path as 0.78 ns.
- In the Yosys report the total cell count is 494.
- The TritonCTS clock tree is built.
- The overall chip area reads 8860 um^2.
- The data arrival time of the critical path reads 2.61 ns.
- Per the post-place timing report, worst setup slack is 0.990 ns.
- The initial antenna violation count reads 0.
- The count of vias placed by the detailed router reads 3582.
- The area growth from synthesis to layout is 21.2%.
- The minimum setup slack in the final design is 1.30 ns.
- Recorded from the global router log, the overflow total was 0.
- The DRC marker count from the first detailed-route iteration reads 70.
- The synthesized instance count reads 494.
- The fraction of registers with async set or reset after synthesis is 0%.
- The maximum buffer depth of the clock tree is 2.
- The CTS buffer count is 9.
- The fraction of synthesized area in multiplexers reads 1.18%.
- The category of the most critical setup path reads input port to flop.
- In this run the tightest slew margin relative to its limit is 49.3%.
- The count of clock tree sinks reads 63.
- The fraction of the yosys area taken by sequential cells is 29.7%.
- The cell-mix breakdown from Yosys lists the simple-gate area share as 18.4%.
- The worst-skew pair later-pin latency reads 0.33 ns.
- Of the total synthesized cell area, the portion taken by AND-OR and OR-AND cells is 20.7%.
- The wire length of the first global-routing pass reads 15.0 mm.
- The fraction of the mapped netlist area in adder cells reads 15.6%.
- The post-route clock skew is 0.00860 ns.
- The part of the cycle the worst path needs is 64.8%.
- The path category of the worst min-delay check is flop to flop.
- In this run the post-CTS setup repair buffer count came out at 0.
- The power density over the cells reads 360 nW/um^2.
- Looking at hold timing, the worst path starts from Monster_Y_Pos[7].
- In this run the critical register-to-register path is captured at Monster_X2_Pos[9].
- The critical path launch point reads set_motion_2.
- The number of cell instances on the worst register-to-register path reads 6.
- The share of power burned in the clock network reads 36.7%.
- The largest fanout of any net on the critical path reads 13.
- The number of antenna cells inserted is 0.
- The floorplan-stage core utilization is 51.7%.
- Per the synthesis report, the number of distinct cell types is 60.
- The max-capacitance violation count is 0.
- The leakage power in the latest report is 2.23 nW.
- The area of the mapped netlist is 4250 um^2.
- The post-synthesis xor/xnor area fraction reads 6.40%.
- The number of gates given a new drive strength after cts is 0.
- The number of remaining DRC errors is 0.
- The Yosys warning count is 1.
- According to the floorplan report, the die height is 94.1 um.
- The number of levels the H-tree was split into is 3.
- The worst ir drop on vdd is 0.000185 V.
- The placement row count reads 33.
- Entering global routing, the biggest net connects 18 pins.
- Power comes to 0.00186 W.
- The clock input transition at the sequential cells of the worst setup and hold paths reads 0.07 ns.
- The via count of the first global-routing pass reads 3248.
- STA classifies the critical path startpoint as an input port.
- The max-slew violation total from the final report is 0.
- The global routing report lists combined usage of all routing layers as 21.6%.
- The top cell type by total area after synthesis is sky130_fd_sc_hd__dfxtp_1.
- The setup slack on the worst flop-to-flop path reads 1.45 ns.
- The critical path required time is 3.91 ns.
- STA shows the worst min-delay path finishing at Monster_Y_Pos[7].
- The transition time at the pin with the least slew margin reads 0.756 ns.
- Yosys reports a chip area of 4250 um^2.
- The count of nets left with antenna violations once routing finished came out at 0.
- The via density per instance is 5.34.
- The dominant kind of combinational cell reads AND-OR/OR-AND gates.
- The cell type of the slowest stage on the worst timing path is sky130_fd_sc_hd__clkdlybuf4s50_1.
- The upper clock frequency limit is 417 MHz.
- The final routed wirelength across all metal layers is 9.16 mm.
- The launching point of the worst reg2reg path is Monster_X2_Motion[8].
- The routability congestion estimate from global placement is 0.899.
- For this design the top-level I/O count stands at 100.
- Setup repair after global routing left no endpoint under its margin.
- The post-cts hold-fix buffer tally reads 0.
- The critical path endpoint category reads a flop.
- The total negative slack reads 0 ns.
- The primary flip-flop cell chosen by synthesis mapping reads sky130_fd_sc_hd__dfxtp_1.
- The flow ran to the end, and the final reports show no timing, DRC or antenna violations.
-- metal layers --
metal | global-route usage [%] | vias up | wire (um)
met3 | 3.37 | 8 | 400
li1 | - | 1874 | -
met5 | 0 | - | 0
met4 | 2.69 | 0 | 82
met1 | 32.7 | 1611 | 4620
met2 | 34.1 | 89 | 4060
-- cell type report --
cell class / instances / area, um^2
Inverter: 26 / 97.6
Clock buffer: 13 / 159
Multi-Input combinational cell: 390 / 2730
Clock inverter: 3 / 65.1
Sequential cell: 63 / 1260
Timing Repair Buffer: 71 / 708
Fill cell: 707 / 3070
Tap cell: 105 / 131
-- power groups by stage --
| stage | clock [W] | combinational [W] | sequential [W] |
|---|---|---|---|
| finish | 0.000682 | 0.000395 | 0.000778 |
| global route | 0.000729 | 0.000450 | 0.000785 |
| CTS | 0.000703 | 0.000397 | 0.000778 |
-- synthesized netlist by cell type (8+ instances only) --
| master | number |
|---|---|
| sky130_fd_sc_hd__dfxtp_1 | 63 |
| sky130_fd_sc_hd__ha_1 | 45 |
| sky130_fd_sc_hd__a21oi_1 | 41 |
| sky130_fd_sc_hd__nor2_1 | 39 |
| sky130_fd_sc_hd__nand2_1 | 31 |
| sky130_fd_sc_hd__buf_4 | 28 |
| sky130_fd_sc_hd__inv_1 | 26 |
| sky130_fd_sc_hd__xor2_1 | 18 |
| sky130_fd_sc_hd__nor3_1 | 16 |
| sky130_fd_sc_hd__o21ai_0 | 15 |
| sky130_fd_sc_hd__a21o_1 | 14 |
| sky130_fd_sc_hd__nand2b_1 | 13 |
| sky130_fd_sc_hd__xnor2_1 | 13 |
| sky130_fd_sc_hd__a211oi_1 | 8 |
| sky130_fd_sc_hd__nor2b_1 | 8 |
-- metrics by stage --
step                      util [%]  area (um^2)  hold WS, ns
after floorplan                  -         4320        0.416
after global placement        59.9         4920        0.456
after detailed placement      59.9         4920        0.455
after CTS                     62.6         5150        0.469
after global routing          62.6         5150        0.498
final                         62.6         5150        0.466
-- registers in the layout, indices dropped and copies added (netlist names) --
signal and flops:
Boss_X_Motion 3, Boss_X_Pos 9, Boss_Y_Pos 2, Monster_X2_Motion 2, Monster_X2_Pos 10, Monster_X3_Motion 2
Monster_X3_Pos 9, Monster_X_Motion 2, Monster_X_Pos 9, Monster_Y2_Pos 2, Monster_Y3_Motion 2, Monster_Y3_Pos 9
Monster_Y_Pos 2
-- placed cells by master, fill, tap and decap left out, types with 7 or more instances in the layout --
cell	synthesis	routed
sky130_fd_sc_hd__clkdlybuf4s50_1	0	70
sky130_fd_sc_hd__dfxtp_1	63	63
sky130_fd_sc_hd__ha_1	45	45
sky130_fd_sc_hd__a21oi_1	41	41
sky130_fd_sc_hd__nor2_1	39	39
sky130_fd_sc_hd__nand2_1	31	31
sky130_fd_sc_hd__inv_1	26	26
sky130_fd_sc_hd__conb_1	2	21
sky130_fd_sc_hd__xor2_1	18	18
sky130_fd_sc_hd__nor3_1	16	16
sky130_fd_sc_hd__o21ai_0	15	15
sky130_fd_sc_hd__a21o_1	14	14
sky130_fd_sc_hd__nand2b_1	13	13
sky130_fd_sc_hd__xnor2_1	13	13
sky130_fd_sc_hd__clkbuf_8	0	11
sky130_fd_sc_hd__nor2b_1	8	8
sky130_fd_sc_hd__a211oi_1	8	8
sky130_fd_sc_hd__and2_1	7	7
sky130_fd_sc_hd__nand3_1	7	7
sky130_fd_sc_hd__a31oi_1	7	7
-- logic make-up (layout without fill, tap and decap cells) --
| family | Yosys count | in the layout |
|---|---|---|
| multiplexers | 5 | 5 |
| adder cells (fa/ha/maj) | 50 | 50 |
| AND-OR/OR-AND | 131 | 131 |
| flip-flops | 63 | 63 |
| buffers and inverters | 60 | 113 |
| AND/OR/NAND/NOR | 152 | 152 |
| other | 2 | 21 |
| XOR/XNOR | 31 | 31 |
-- critical path: cells and delay by family --
| kind | cells | cell delay [ns] |
|---|---|---|
| buf+inv | 1 | 0.78 |
| simple gates | 2 | 0.70 |
| compound gates | 1 | 0.39 |
-- worst max path at each step --
stage,end,slack (ns),cells past startpoint
CTS,Monster_X3_Pos[9],1.34,4
global route,Monster_Y3_Pos[8],1.19,5
finish,Monster_X3_Pos[9],1.30,4
Power is estimated from default activity; no workload was simulated.
