==> ./config.mk <==
export PLATFORM = sky130hd
export DESIGN_NAME = CollisionDetection
export DESIGN_NICKNAME = CollisionDetection
export VERILOG_FILES = /design/flow/design.v
export SDC_FILE = /design/flow/constraint.sdc
export NUM_CORES = 4
export LEC_CHECK = 1
export CORE_UTILIZATION = 40
==> ./constraint.sdc <==
current_design CollisionDetection

set clk_period 11.0
set clk_io_pct 0.2

create_clock -name clk0 -period $clk_period

set non_clock_inputs [all_inputs -no_clocks]
set_input_delay [expr $clk_period * $clk_io_pct] -clock clk0 $non_clock_inputs
set_output_delay [expr $clk_period * $clk_io_pct] -clock clk0 [all_outputs]
==> ./design.v <==
module CollisionDetection (
	input [9:0] RocketX, RocketY, RocketX2, RocketY2, RocketX3, RocketY3, MonsterX, MonsterY, MonsterX2, MonsterY2, MonsterX3, MonsterY3, SpaceshipX, SpaceshipY, BossX, BossY,
	input draw_game_over,
	output is_dead, is_dead2, is_dead3, draw_explosion, draw_explosion2, rocket1_disappear, rocket2_disappear, rocket3_disappear, spaceship_disappear, boss_dead
); 
always_comb
begin
	if((RocketX + 8 <= (MonsterX+25)) && ((RocketX - 8) >= (MonsterX - 25)) && (RocketY - 10 >= (MonsterY-25)) && (RocketY+10 <= (MonsterY + 25)))
	begin 
		draw_explosion = 1'b1;
		is_dead = 1'b1;
		is_dead2 = 1'b0;
		is_dead3 = 1'b0;
		rocket1_disappear = 1'b1;
		rocket2_disappear = 1'b0;
		rocket3_disappear = 1'b0;
		spaceship_disappear = 1'b0;
		draw_explosion2 = 1'b0;
		boss_dead = 1'b0;
	end
	else if((RocketX2 + 8 <= (MonsterX+25)) && ((RocketX2 - 8) >= (MonsterX - 25)) && (RocketY2 - 10 >= (MonsterY-25)) && (RocketY2+10 <= (MonsterY + 25)))
	begin 
		draw_explosion = 1'b1;
		is_dead = 1'b1;
		is_dead2 = 1'b0;
		is_dead3 = 1'b0;
		rocket1_disappear = 1'b0;
		rocket2_disappear = 1'b1;
		rocket3_disappear = 1'b0;
		spaceship_disappear = 1'b0;
		draw_explosion2 = 1'b0;
		boss_dead = 1'b0;
	end
	else if((RocketX3 + 8 <= (MonsterX+25)) && ((RocketX3 - 8) >= (MonsterX - 25)) && (RocketY3 - 10 >= (MonsterY-25)) && (RocketY3+10 <= (MonsterY + 25)))
	begin 
		draw_explosion = 1'b1;
		is_dead = 1'b1;
		is_dead2 = 1'b0;
		is_dead3 = 1'b0;
		rocket1_disappear = 1'b0;
		rocket2_disappear = 1'b0;
		rocket3_disappear = 1'b1;
		spaceship_disappear = 1'b0;
		draw_explosion2 = 1'b0;
		boss_dead = 1'b0;
	end
	else if((RocketX + 8 <= (MonsterX2+25)) && ((RocketX - 8) >= (MonsterX2 - 25)) && (RocketY - 10 >= (MonsterY2-25)) && (RocketY+10 <= (MonsterY2 + 25)))
	begin 
		draw_explosion = 1'b1;
		is_dead = 1'b0;
		is_dead2 = 1'b1;
		is_dead3 = 1'b0;
		rocket1_disappear = 1'b1;
		rocket2_disappear = 1'b0;
		rocket3_disappear = 1'b0;
		spaceship_disappear = 1'b0;
		draw_explosion2 = 1'b0;
		boss_dead = 1'b0;
	end
	else if((RocketX2 + 8 <= (MonsterX2+25)) && ((RocketX2 - 8) >= (MonsterX2 - 25)) && (RocketY2 - 10 >= (MonsterY2-25)) && (RocketY2+10 <= (MonsterY2 + 25)))
	begin
		draw_explosion = 1'b1;
		is_dead = 1'b0;
		is_dead2 = 1'b1;
		is_dead3 = 1'b0;
		rocket1_disappear = 1'b0;
		rocket2_disappear = 1'b1;
		rocket3_disappear = 1'b0;
		spaceship_disappear = 1'b0;
		draw_explosion2 = 1'b0;
		boss_dead = 1'b0;
	end
	else if((RocketX3 + 8 <= (MonsterX2+25)) && ((RocketX3 - 8) >= (MonsterX2 - 25)) && (RocketY3 - 10 >= (MonsterY2-25)) && (RocketY3+10 <= (MonsterY2 + 25)))
	begin 
		draw_explosion = 1'b1;
		is_dead = 1'b0;
		is_dead2 = 1'b1;
		is_dead3 = 1'b0;
		rocket1_disappear = 1'b0;
		rocket2_disappear = 1'b0;
		rocket3_disappear = 1'b1;
		spaceship_disappear = 1'b0;
		draw_explosion2 = 1'b0;
		boss_dead = 1'b0;
	end
	else if(
	(((SpaceshipX + 32) <= MonsterX2) && ((SpaceshipX + 32) >= (MonsterX2 - 25)) && ((SpaceshipY + 32) <= MonsterY2) && (SpaceshipY+32 >= MonsterY2-25)) ||
	(((SpaceshipX - 32) <= MonsterX2+25) && ((SpaceshipX - 32) >= MonsterX2) && ((SpaceshipY + 32) <= MonsterY2) && (SpaceshipY+32 >= MonsterY2-25)) ||
	(((SpaceshipX + 32) <= MonsterX2) && ((SpaceshipX + 32) >= (MonsterX2 - 25)) && ((SpaceshipY - 32) >= MonsterY2) && (SpaceshipY-32 <= MonsterY2+25)) ||
	(((SpaceshipX - 32) <= MonsterX2+25) && ((SpaceshipX - 32) >= MonsterX2) && ((SpaceshipY - 32) <= MonsterY2+25) && (SpaceshipY-32 >= MonsterY2)) ||
	((SpaceshipX - 32 <= MonsterX2 + 25) && (SpaceshipX - 32 >= MonsterX2-25) && (SpaceshipY-32 <= MonsterY2-25) && (SpaceshipY+32 >= MonsterY2+25)) ||
	((SpaceshipX + 32 <= MonsterX2 + 25) && (SpaceshipX + 32 >= MonsterX2-25) && (SpaceshipY-32 <= MonsterY2-25) && (SpaceshipY+32 >= MonsterY2+25)) ||
	((SpaceshipY-32 <= MonsterY2+25) && (SpaceshipY-32 >= MonsterY2-25) && (SpaceshipX+32 >= MonsterX2+25) && (SpaceshipX-32 <= MonsterX2-25)) ||
	((SpaceshipY+32 <= MonsterY2+25) && (SpaceshipY+32 >= MonsterY2-25) && (SpaceshipX+32 >= MonsterX2+25) && (SpaceshipX-32 <= MonsterX2-25))
	)
	begin
		draw_explosion = 1'b0;
		is_dead = 1'b0;
		is_dead2 = 1'b0;
		is_dead3 = 1'b0;
		rocket1_disappear = 1'b0;
		rocket2_disappear = 1'b0;
		rocket3_disappear = 1'b0;
		spaceship_disappear = 1'b1;
		draw_explosion2 = 1'b1;
		boss_dead = 1'b0;
	end
	else if(
	(((SpaceshipX + 32) <= MonsterX) && ((SpaceshipX + 32) >= (MonsterX - 25)) && ((SpaceshipY + 32) <= MonsterY) && (SpaceshipY+32 >= MonsterY-25)) ||
	(((SpaceshipX - 32) <= MonsterX+25) && ((SpaceshipX - 32) >= MonsterX) && ((SpaceshipY + 32) <= MonsterY) && (SpaceshipY+32 >= MonsterY-25)) ||
	(((SpaceshipX + 32) <= MonsterX) && ((SpaceshipX + 32) >= (MonsterX - 25)) && ((SpaceshipY - 32) >= MonsterY) && (SpaceshipY-32 <= MonsterY+25)) ||
	(((SpaceshipX - 32) <= MonsterX+25) && ((SpaceshipX - 32) >= MonsterX) && ((SpaceshipY - 32) <= MonsterY+25) && (SpaceshipY-32 >= MonsterY)) ||
	((SpaceshipX - 32 <= MonsterX + 25) && (SpaceshipX - 32 >= MonsterX-25) && (SpaceshipY-32 <= MonsterY-25) && (SpaceshipY+32 >= MonsterY+25)) ||
	((SpaceshipX + 32 <= MonsterX + 25) && (SpaceshipX + 32 >= MonsterX-25) && (SpaceshipY-32 <= MonsterY-25) && (SpaceshipY+32 >= MonsterY+25)) ||
	((SpaceshipY-32 <= MonsterY+25) && (SpaceshipY-32 >= MonsterY-25) && (SpaceshipX+32 >= MonsterX+25) && (SpaceshipX-32 <= MonsterX-25)) ||
	((SpaceshipY+32 <= MonsterY+25) && (SpaceshipY+32 >= MonsterY-25) && (SpaceshipX+32 >= MonsterX+25) && (SpaceshipX-32 <= MonsterX-25))
	)
	begin
		draw_explosion = 1'b0;
		is_dead = 1'b0;
		is_dead2 = 1'b0;
		is_dead3 = 1'b0;
		rocket1_disappear = 1'b0;
		rocket2_disappear = 1'b0;
		rocket3_disappear = 1'b0;
		spaceship_disappear = 1'b1;
		draw_explosion2 = 1'b1;
		boss_dead = 1'b0;
	end
	else if((RocketX + 8 <= (MonsterX3+15)) && ((RocketX - 8) >= (MonsterX3 - 15)) && (RocketY - 10 >= (MonsterY3-15)) && (RocketY+10 <= (MonsterY3 + 15)))
	begin 
		draw_explosion = 1'b1;
		is_dead = 1'b0;
		is_dead2 = 1'b0;
		is_dead3 = 1'b1;
		rocket1_disappear = 1'b1;
		rocket2_disappear = 1'b0;
		rocket3_disappear = 1'b0;
		spaceship_disappear = 1'b0;
		draw_explosion2 = 1'b0;
		boss_dead = 1'b0;
	end
	else if((RocketX2 + 8 <= (MonsterX3+15)) && ((RocketX2 - 8) >= (MonsterX3 - 15)) && (RocketY2 - 10 >= (MonsterY3-15)) && (RocketY2+10 <= (MonsterY3 + 15)))
	begin 
		draw_explosion = 1'b1;
		is_dead = 1'b0;
		is_dead2 = 1'b0;
		is_dead3 = 1'b1;
		rocket1_disappear = 1'b0;
		rocket2_disappear = 1'b1;
		rocket3_disappear = 1'b0;
		spaceship_disappear = 1'b0;
		draw_explosion2 = 1'b0;
		boss_dead = 1'b0;
	end
	else if((RocketX3 + 8 <= (MonsterX3+15)) && ((RocketX3 - 8) >= (MonsterX3 - 15)) && (RocketY3 - 10 >= (MonsterY3-15)) && (RocketY3+10 <= (MonsterY3 + 15)))
	begin 
		draw_explosion = 1'b1;
		is_dead = 1'b0;
		is_dead2 = 1'b0;
		is_dead3 = 1'b1;
		rocket1_disappear = 1'b0;
		rocket2_disappear = 1'b0;
		rocket3_disappear = 1'b1;
		spaceship_disappear = 1'b0;
		draw_explosion2 = 1'b0;
		boss_dead = 1'b0;
	end
else if(
	(((SpaceshipX + 32) <= MonsterX3) && ((SpaceshipX + 32) >= (MonsterX3 - 15)) && ((SpaceshipY + 32) <= MonsterY3) && (SpaceshipY+32 >= MonsterY3-15)) ||
	(((SpaceshipX - 32) <= MonsterX3+15) && ((SpaceshipX - 32) >= MonsterX3) && ((SpaceshipY + 32) <= MonsterY3) && (SpaceshipY+32 >= MonsterY3-15)) ||
	(((SpaceshipX + 32) <= MonsterX3) && ((SpaceshipX + 32) >= (MonsterX3 - 15)) && ((SpaceshipY - 32) >= MonsterY3) && (SpaceshipY-32 <= MonsterY3+15)) ||
	(((SpaceshipX - 32) <= MonsterX3+15) && ((SpaceshipX - 32) >= MonsterX3) && ((SpaceshipY - 32) <= MonsterY3+15) && (SpaceshipY-32 >= MonsterY3)) ||
	((SpaceshipX - 32 <= MonsterX3 + 15) && (SpaceshipX - 32 >= MonsterX3-15) && (SpaceshipY-32 <= MonsterY3-15) && (SpaceshipY+32 >= MonsterY3+15)) ||
	((SpaceshipX + 32 <= MonsterX3 + 15) && (SpaceshipX + 32 >= MonsterX3-15) && (SpaceshipY-32 <= MonsterY3-15) && (SpaceshipY+32 >= MonsterY3+15)) ||
	((SpaceshipY-32 <= MonsterY3+15) && (SpaceshipY-32 >= MonsterY3-15) && (SpaceshipX+32 >= MonsterX3+15) && (SpaceshipX-32 <= MonsterX3-15)) ||
	((SpaceshipY+32 <= MonsterY3+15) && (SpaceshipY+32 >= MonsterY3-15) && (SpaceshipX+32 >= MonsterX3+15) && (SpaceshipX-32 <= MonsterX3-15))
	)
	begin
		draw_explosion = 1'b0;
		is_dead = 1'b0;
		is_dead2 = 1'b0;
		is_dead3 = 1'b0;
		rocket1_disappear = 1'b0;
		rocket2_disappear = 1'b0;
		rocket3_disappear = 1'b0;
		spaceship_disappear = 1'b1;
		draw_explosion2 = 1'b1;
		boss_dead = 1'b0;
	end
	else if((RocketX + 8 <= (BossX+30)) && ((RocketX - 8) >= (BossX - 30)) && (RocketY - 10 >= (BossY-30)) && (RocketY+10 <= (BossY + 30)))
	begin
		draw_explosion = 1'b1;
		is_dead = 1'b0;
		is_dead2 = 1'b0;
		is_dead3 = 1'b0;
		rocket1_disappear = 1'b1;
		rocket2_disappear = 1'b0;
		rocket3_disappear = 1'b0;
		spaceship_disappear = 1'b0;
		draw_explosion2 = 1'b0;
		boss_dead = 1'b0;
	end
	else if((RocketX2 + 8 <= (BossX+30)) && ((RocketX2 - 8) >= (BossX - 30)) && (RocketY2 - 10 >= (BossY-30)) && (RocketY2+10 <= (BossY + 30)))
	begin 
		draw_explosion = 1'b1;
		is_dead = 1'b0;
		is_dead2 = 1'b0;
		is_dead3 = 1'b0;
		rocket1_disappear = 1'b0;
		rocket2_disappear = 1'b1;
		rocket3_disappear = 1'b0;
		spaceship_disappear = 1'b0;
		draw_explosion2 = 1'b0;
		boss_dead = 1'b0;
	end
	else if((RocketX3 + 8 <= (BossX+30)) && ((RocketX3 - 8) >= (BossX - 30)) && (RocketY3 - 10 >= (BossY-30)) && (RocketY3+10 <= (BossY + 30)))
	begin 
		draw_explosion = 1'b1;
		is_dead = 1'b0;
		is_dead2 = 1'b0;
		is_dead3 = 1'b0;
		rocket1_disappear = 1'b0;
		rocket2_disappear = 1'b0;
		rocket3_disappear = 1'b1;
		spaceship_disappear = 1'b0;
		draw_explosion2 = 1'b0;
		boss_dead = 1'b0;
	end
	else if(
	(((SpaceshipX + 32) <= BossX) && ((SpaceshipX + 32) >= (BossX - 30)) && ((SpaceshipY + 32) <= BossY) && (SpaceshipY+32 >= BossY-30)) ||
	(((SpaceshipX - 32) <= BossX+30) && ((SpaceshipX - 32) >= BossX) && ((SpaceshipY + 32) <= BossY) && (SpaceshipY+32 >= BossY-30)) ||
	(((SpaceshipX + 32) <= BossX) && ((SpaceshipX + 32) >= (BossX - 30)) && ((SpaceshipY - 32) >= BossY) && (SpaceshipY-32 <= BossY+30)) ||
	(((SpaceshipX - 32) <= BossX+30) && ((SpaceshipX - 32) >= BossX) && ((SpaceshipY - 32) <= BossY+30) && (SpaceshipY-32 >= BossY)) ||
	((SpaceshipX - 32 <= BossX + 30) && (SpaceshipX - 32 >= BossX-30) && (SpaceshipY-32 <= BossY-30) && (SpaceshipY+32 >= BossY+30)) ||
	((SpaceshipX + 32 <= BossX + 30) && (SpaceshipX + 32 >= BossX-30) && (SpaceshipY-32 <= BossY-30) && (SpaceshipY+32 >= BossY+30)) ||
	((SpaceshipY-32 <= BossY+30) && (SpaceshipY-32 >= BossY-30) && (SpaceshipX+32 >= BossX+30) && (SpaceshipX-32 <= BossX-30)) ||
	((SpaceshipY+32 <= BossY+30) && (SpaceshipY+32 >= BossY-30) && (SpaceshipX+32 >= BossX+30) && (SpaceshipX-32 <= BossX-30)) && draw_game_over == 1'b0
	)
	begin
		draw_explosion = 1'b0;
		is_dead = 1'b0;
		is_dead2 = 1'b0;
		is_dead3 = 1'b0;
		rocket1_disappear = 1'b0;
		rocket2_disappear = 1'b0;
		rocket3_disappear = 1'b0;
		spaceship_disappear = 1'b1;
		draw_explosion2 = 1'b1;
		boss_dead = 1'b0;
	end
	else
	begin
		draw_explosion = 1'b0;
		is_dead = 1'b0;
		is_dead2 = 1'b0;
		is_dead3 = 1'b0;		
		rocket1_disappear = 1'b0;
		rocket2_disappear = 1'b0;
		rocket3_disappear = 1'b0;
		spaceship_disappear = 1'b0;
		draw_explosion2 = 1'b0;
		boss_dead = 1'b0;
	end
end
endmodule
==> ./run.sh <==
#!/bin/bash
# OpenROAD 26Q1-2900-gdf79404cd8, Yosys 0.63+post, stock flow scripts
make -C /OpenROAD-flow-scripts/flow DESIGN_CONFIG=/design/flow/config.mk WORK_HOME=/design/flow/orfs finish
==> notes.md <==
run metrics: status complete, no violations, hold_sp draw_game_over, area delta synth->final 13.1%, CP endpoint kind output port, Die Y 247 um, Static Leakage 0.0129 uW, Slew @ Worst Pin 1030 ps, Avg Inst Size Synth 7.94 sq um, Total GRT Usage 34.2%, yosys warning tally 171, hold depth 7, sequential cell area 0 sq um, Critical path origin MonsterX2[0], most common cell after layout, fill and taps aside ha_1, Mapped Area 24,000 sq um, VDD IR max 0.0000591 V, Simple Share, Synth 18.9%, GP Congestion 1.06, Setup-failing EPs final 0, Routed WL per cell 25.8 um, dpl cells 4,011, ant diodes 0, vias in the first global route 23,000, Post-CTS Setup Repair Bufs 0, yosys aoi share 23.7%, setup_tns 0 ps, fin area 27,200 sq um, layout cells sized above 1 3.68%, Critical Path Start Type primary input, CORE AREA 59,100 sq um, Pre-Repair DR Iteration Count 22, hold-critical path endpoint spaceship_disappear, Top cells excl fill/tap ha_1, a21oi_1, inv_1, Die ar. 61,000 sq um, Core Rows 89, Final period util 89.0%, antenna violation net count after detailed routing 0, Crit path arrival time 7590 ps, Hold WC Path Type in -> out, Synth Area in XOR/XNOR 7.55%, Cell Pwr Density 65.7 nW/um^2, top area contributor share 46.1%, drt total wl 104,000 um, DRC viols 0, FF+latch count 0, critical path required time 8800 ps, Vias/cell 6.22, Worst Path Max Fanout 5, final worst slack 1210 ps, Max Cap Viol 0, yosys stat area 24,000 sq um, Cells after Synth 3,022, largest net degree at the start of global routing 15, area fraction in mux cells 0%, Slew Viols, Final 0, Post-DP Area 27,200 sq um, sequential power share 0%, Synth Area in Adders 46.3%, Ports 171, cell type with the largest total area ha_1, fp util 40.6%, fmax 0.102 GHz, Initial DRC Count 1,694, Fin. Hold Viols 0, yosys cell count 3,022, Detail Placement HPWL 85,500 um, GR Overflow Total 0, power share of the clock group 0%, post-route insts no fill 4,011, sw frac 59.7%, initial antenna violation count 3, Synth cell types 87, pre-CTS WS 1390 ps, hold buffer count at CTS 0, Seq share, synth 0%, clock buffers 0, P_int 719 uW, first-pass GRT wire length 151,000 um, vias post-DR 25,000, RSZ-0062 raised after global routing false, Comb power frac 100.0%, Slew headroom 30.9%, final period demand of the worst path 9790 ps, Worst Path Class, Setup in -> out, Port Buffers 170, Die W 247 um, synth top area cells ha_1, xnor2_1, a21oi_1, post-cts sizing count 0, tool warning count 80, Psw 1070 uW, Top non-seq family adder cells
[how the worst max path moves through the flow]
stage,end,depth (start not counted)
4_1_cts,draw_explosion2,18
5_1_grt,rocket3_disappear,18
6_report,draw_explosion2,18
[metrics by stage]
stage | util, % | hold slack (ps) | power (uW)
final | 45.9 | 6160 | 1780
after global routing | 45.9 | 6200 | 1980
after CTS | 45.9 | 6190 | 1750
after detailed placement | 45.9 | 6170 | 1740
after global placement | 45.9 | 6170 | 1710
after floorplan | - | 4880 | 1110
[worst max-delay path, stage by stage]
cell and delay (ps):
clkdlybuf4s50_1 490, inv_1 230, ha_1 220, nand2b_1 80, a31oi_1 540, nand3_1 180, xnor2_1 610, ha_1 370
o21a_1 170, o21ai_0 240, nor4_1 110, a211oi_1 290, a211oi_1 170, o221ai_1 230, nand3_1 120, or2_1 310
o41a_1 560, clkdlybuf4s50_1 450
[cell type report]
class	instances	area, sq um
Fill cell	5528	32000
Tap cell	773	967
Multi-Input combinational cell	2807	23200
Inverter	174	656
Timing Repair Buffer	257	2350
[routing by layer]
metal / vias up / GRT usage (%) / share of wire [%]
met2: 1066 / 53.0 / 42
met4: 2 / 13.3 / 5.1
met3: 201 / 4.82 / 7.5
met5: - / 0 / 0.013
met1: 11400 / 47.6 / 45
li1: 12200 / - / -
[synth_stat cells (all sizes together) (9+ instances only)]
library cell and instances:
a2111oi 20, a211o 18, a211oi 52, a21o 91
a21oi 204, a221oi 13, a31oi 24, and3 40
and4 14, buf 11, clkbuf 30, ha 885
inv 174, nand2 137, nand2b 47, nand3 135
nand4 87, nor2 155, nor2b 42, nor3 89
nor3b 15, nor4 44, o2111ai 19, o211ai 36
o21a 63, o21ai 153, o21bai 9, o221ai 11
o22ai 20, o31a 13, o31ai 23, or3 18
or4 11, xnor2 163, xor2 44
[kinds of logic (layout without fill, tap and decap cells)]
| kind of cell | count (synthesis) | in the layout |
|---|---|---|
| other | 1 | 1 |
| buffers and inverters | 215 | 431 |
| adders and majority gates | 889 | 889 |
| AOI/OAI and AO/OA | 847 | 847 |
| xor gates and xnor gates | 207 | 207 |
| and+or+nand+nor | 863 | 863 |
[power by group through the flow]
| stage | Combinational (uW) | Clock, uW | Sequential [uW] |
|---|---|---|---|
| CTS | 1750 | 0 | 0 |
| global route | 1980 | 0 | 0 |
| finish | 1780 | 0 | 0 |
Power and IR drop assume default switching activity.
